[./config.mk]
export PLATFORM = sky130hd
export DESIGN_NAME = vmeste
export DESIGN_NICKNAME = vmeste
export VERILOG_FILES = /design/flow/design.v
export SDC_FILE = /design/flow/constraint.sdc
export NUM_CORES = 4
export LEC_CHECK = 1
export CORE_UTILIZATION = 50
[./constraint.sdc]
current_design vmeste

set clk_period 5.0
set clk_io_pct 0.2

create_clock -name clk0 -period $clk_period [get_ports {clk_all}]

set non_clock_inputs [all_inputs -no_clocks]
set_input_delay [expr $clk_period * $clk_io_pct] -clock clk0 $non_clock_inputs
set_output_delay [expr $clk_period * $clk_io_pct] -clock clk0 [all_outputs]
[./design.v]
module count_div
	#(parameter N=29,M=29'd100000000)
	(input wire clk,
	 output reg sync=0);
reg [N-1:0]cnt=0;
wire [N-1:0]cnt_next;
assign cnt_next=cnt+1'b1;
always@(posedge clk)
begin
	cnt<=cnt_next;
	sync<=sync;
	if (cnt==M-1)
	begin
		cnt<=0;
		sync<=~sync;
	end
end
endmodule
module coder
	(input wire [5:0] data,
	output wire [6:0] seg_0,
	output wire [6:0] seg_1,
	output wire [6:0] seg_2,
	output wire [6:0] seg_3);
reg [6:0] out_0,
	  out_1,
	  out_2,
	  out_3;
assign seg_0=out_0;
assign seg_1=out_1;
assign seg_2=out_2;
assign seg_3=out_3;
always @*
case(data)
	6'b010000: begin   
		out_0 = 7'b1111111;
		out_1 = 7'b1111111;
		out_2 = 7'b1111111;
		out_3 = 7'b1110111;
		end
	6'b100000: begin  
		out_0 = 7'b1001100; 
		out_1 = 7'b0000110; 
		out_2 = 7'b0001000; 
		out_3 = 7'b0100001; 
		end
	6'b110000: begin  
		out_0 = 7'b1111111; 
		out_1 = 7'b1111111; 
		out_2 = 7'b1000010; 
		out_3 = 7'b0100011;
		end
	6'b000001: begin  
		out_0 = 7'b1111111; 
		out_1 = 7'b1111111; 
		out_2 = 7'b1111111; 
		out_3 = 7'b1001111;
		end
	6'b000010: begin  
		out_0 = 7'b1111111; 
		out_1 = 7'b1111111; 
		out_2 = 7'b1111111; 
		out_3 = 7'b0010010;
		end
	6'b000011: begin  
		out_0 = 7'b1111111; 
		out_1 = 7'b1111111; 
		out_2 = 7'b1111111; 
		out_3 = 7'b0000110;
		end
	6'b000100: begin  
		out_0 = 7'b1111111; 
		out_1 = 7'b1111111; 
		out_2 = 7'b1111111; 
		out_3 = 7'b1001100;
		end
	6'b000101: begin  
		out_0 = 7'b1111111; 
		out_1 = 7'b1111111; 
		out_2 = 7'b1111111; 
		out_3 = 7'b0100100;
		end
	6'b000110: begin  
		out_0 = 7'b1111111; 
		out_1 = 7'b1111111; 
		out_2 = 7'b1111111; 
		out_3 = 7'b0000010;
		end
	6'b000111: begin  
		out_0 = 7'b1111111; 
		out_1 = 7'b1111111; 
		out_2 = 7'b1111111; 
		out_3 = 7'b1111000;
		end
	6'b001000: begin  
		out_0 = 7'b1111111; 
		out_1 = 7'b1111111; 
		out_2 = 7'b1111111; 
		out_3 = 7'b0000000;
		end
	6'b001001: begin  
		out_0 = 7'b1111111; 
		out_1 = 7'b1111111; 
		out_2 = 7'b1111111; 
		out_3 = 7'b0010000;
		end
	6'b001010: begin  
		out_0 = 7'b1111111; 
		out_1 = 7'b1111111; 
		out_2 = 7'b1001111; 
		out_3 = 7'b1000000;
		end
	6'b001011: begin  
		out_0 = 7'b1111111; 
		out_1 = 7'b1111111; 
		out_2 = 7'b1001111; 
		out_3 = 7'b1001111;
		end
	6'b001100: begin  
		out_0 = 7'b1111111; 
		out_1 = 7'b1111111; 
		out_2 = 7'b1001111; 
		out_3 = 7'b0010010;
		end
	6'b001101: begin  
		out_0 = 7'b1111111; 
		out_1 = 7'b1111111; 
		out_2 = 7'b1001111; 
		out_3 = 7'b0000110;
		end
	6'b001110: begin  
		out_0 = 7'b1111111; 
		out_1 = 7'b1111111; 
		out_2 = 7'b1001111; 
		out_3 = 7'b1001100;
		end
	6'b001111: begin  
		out_0 = 7'b1111111; 
		out_1 = 7'b1111111; 
		out_2 = 7'b1001111; 
		out_3 = 7'b0100100;
		end
endcase
endmodule
module conds
	(input clk,
	 input reset,
	 input run,
	 input [3:0] balance,
	 output reg [5:0] out);
reg [2:0] state;
reg [1:0] cnt;
parameter Res = 0, 
	  Weit = 1, 
          Read = 2, 
          Ind = 3,  
	  Entr = 4,
	  Fin = 5;
always @ (posedge clk or posedge reset)
begin
	if (reset) state <= Res;
	else 
		begin case (state)
		Res:
			state <= Weit;
		Weit:
			if (cnt==2'd2) state <= Read;  
		Read: begin
			if (!run) state <= Weit;
			if (cnt==2'd2) state <= Ind;  
		end
		Ind:
			if (cnt==2'd3)  
				if (balance > 3'd4) state <= Entr;
				else state <= Weit;
		Entr:
			if (cnt==2'd4) state <= Weit;  
		default:
			state <= Res;
		endcase
	end
end
always @ (posedge clk)
begin
	case (state)
	Res:
		begin
		cnt <= 2'd0;
		out <= 3'b000;
		end
	Weit:
		begin
		if (cnt==2'd2) cnt <= 2'd0;
		else
			cnt <= cnt + 2'd1;
			out <= 6'b010000;  
		end
	Read:
		begin
		if (cnt==2'd2) cnt <= 2'd0;
		else
			cnt <= cnt + 2'd1;
			out <= 6'b100000;  
		end
	Ind:
		begin
		if (cnt==2'd3) cnt <= 2'd0;
		else
			cnt <= cnt + 2'd1;
			if (balance > 3'd4) begin 
				out <= 6'd0;
				out <= balance - 3'd4;  
			end 
			else out <= 6'd0;
		end
	Entr:
		begin
		if (cnt==2'd4) cnt <= 2'd0;
		else
			cnt <= cnt + 2'd1;
			out <= 6'b110000;  
		end
	endcase
end
endmodule
module vmeste
	(input clk_all, reset_all, run_all,
	 input [3:0] balance_all,
	 output [6:0] seg_0,
	 output [6:0] seg_1,
	 output [6:0] seg_2,
	 output [6:0] seg_3); 
wire clk_div;
wire [5:0] out_all;
count_div count_div (.clk(clk_all),
		     .sync(clk_div));
conds conds (.clk(clk_div),
		     .run(run_all),
		     .reset(reset_all),
		     .balance(balance_all),
		     .out(out_all));
coder coder (.data(out_all), 
		.seg_0(seg_0),
		.seg_1(seg_1),
		.seg_2(seg_2),
		.seg_3(seg_3));
endmodule
[./run.sh]
#!/bin/bash
# OpenROAD 26Q1-2900-gdf79404cd8, Yosys 0.63+post, stock flow scripts
make -C /OpenROAD-flow-scripts/flow DESIGN_CONFIG=/design/flow/config.mk WORK_HOME=/design/flow/orfs finish
==> reports/metrics.cfg <==
[run_status]
run_status = finished clean

[synthesis]
ys_sh_mux = 0
synthFlopType = dfxtp_1
ys_cells = 284
synthCells = 284
ys_top_logic_family = simple AND/OR/NAND/NOR gates
synth_cell_types = 46
syn-cell-area_um2 = 2560
yosys.area_share.simple = 0.244
ys_ff = 55
fa_ha_area_frac = 0.0342
yosys_warnings = 5
yosys_area_um2 = 2560
xor_area_frac = 0.0684
async_flop_share = 0.0909
synthAoiAreaFrac = 0.110
synth_area_per_cell_um2 = 9.01
synth-edff-count = 9

[die]
die_h_um = 73.6
die_width_um = 73.6
fp_util = 0.531
fp.coreArea_um2 = 4820
die_area_um2 = 5410
pin_count = 35
rows = 25

[cts]
clock-root-buffer = clkbuf_8
post_cts_buffers = 0
cts_resized = 0
clk_pin_slew_ns = 0.06
ctsHoldBuffers = 0
cts_made_buffers = 5
cts_buffer_depth = 2
clock_latency_ns = 0.28
cts_tree = done
htree_levels = 2

[critical_path]
crit_required_ns = 5.22
worstPathArrival_ns = 2.26
cpPeakStageDelay_ns = 0.55
cp_slowest_cell = or3_1
critPathCapture = count_div.cnt[26]
crit_path_end_kind = register
cp-startpoint = count_div.cnt[0]
reg2reg_slack_ns = 2.96
cp_max_fo = 11
path_class = register to register
r2r_cells = 5
rr_startpoint = count_div.cnt[0]
crit_chain = ha_1 -> nand4_1 -> or3_1 -> or4_1 -> a21oi_1
worst_setup_path_start_kind = register
timing.rr.end = count_div.cnt[26]

[power_and_ir_drop]
p_leak_nw = 1.20
p_per_area_nw_per_um2 = 164
ir_drop_mv = 0.197

[drt]
final_antenna_net_count = 0
vias = 1903
drc = 0
routedWlPerCell_um = 11.9
diodes = 0
dr.pass1.iters = 4
viasPerCell = 5.19
finalWirelength_mm = 4.36
drt_iter0_drc = 73

[global_routing]
grt.busiest_layer = met2
grt_use_total = 0.174
antenna_found_initial = 0
grt_pass1_wl_mm = 7.25
met2_usage = 0.300
grt_max_degree = 16
grt_pass1_vias = 1659
met3_usage = 0.0222
met1_usage = 0.253
overflow = 0

[sta]
finalSetupViolCount = 0
finalHoldViolCount = 0
unconstrained_endpoints = 55
fmax_mhz = 490
slew_headroom = 0.508
setup-tns-final_ns = 0
whs_ns = 0.462
unclocked_pins = 25
slew_viol_final = 0
post-route-period-util = 0.408
tightest_slew_ns = 0.733
rsz0062_at_grt = no
min_period_ns = 2.04
skew_ns = 0.00695

[finish]
drive_gt1_frac = 0.0633
syn_to_final_growth_pct = 13.2
final_cell_mix = dfxtp_1 (29), clkdlybuf4s50_1 (29), nand2_1 (25)

[worst_hold_path]
min_path_cells = 1
hp-class = register to register

[flow_run]
max_cap_viol_count = 0
warnings = 31

[placed_design]
place_congestion = 0.786
dp_hpwl_mm = 3.25
place.port_buffers = 29

[per-layer routing]
metal,up-vias,share of wire
met1,865,0.49
met2,27,0.48
li1,1009,-
met5,-,0
met4,0,0.0044
met3,2,0.029
[stage by stage]
stage | total power [mW] | std cells | utilization | setup slack, ns | instance area (um^2)
2_1_floorplan | 0.251 | 288 | - | 3.17 | 2570
3_3_place_gp | 0.254 | 359 | 0.579 | 3.02 | 2790
3_5_place_dp | 0.254 | 359 | 0.579 | 2.99 | 2790
4_1_cts | 0.481 | 367 | 0.602 | 2.95 | 2900
5_1_grt | 0.490 | 367 | 0.602 | 2.85 | 2900
6_report | 0.474 | 367 | 0.602 | 2.96 | 2900
[registers in the layout (all words and copies together), names as in the netlist]
name / cells
coder.out_3: 7
coder.out_2: 4
count_div.sync: 1
coder.out_0: 1
conds.out: 6
conds.cnt: 2
conds.state: 5
count_div.cnt: 29
[Yosys cell counts (4+ instances only)]
master	number	share of area
dfrtp_1	4	0.039
nand3_1	13	0.025
nor4_1	6	0.015
nor2_1	13	0.019
buf_4	16	0.047
dfxtp_1	29	0.23
or3_1	7	0.017
clkbuf_1	7	0.010
a21oi_1	15	0.029
o21ai_0	17	0.033
inv_1	15	0.022
and3_1	6	0.015
xor2_1	9	0.031
nor2b_1	4	0.0098
xnor2_1	11	0.038
dlxtn_1	12	0.070
nor3_1	10	0.020
nand2_1	25	0.037
nand4_1	5	0.012
edfxtp_1	9	0.11
or4_1	4	0.012
ha_1	7	0.034
[worst min path at each step]
| stage | start | slack [ns] | endpoint |
|---|---|---|---|
| final | count_div.cnt[0] | 0.46 | count_div.cnt[0] |
| after CTS | count_div.cnt[28] | 0.46 | count_div.cnt[28] |
| after global routing | count_div.cnt[0] | 0.49 | count_div.cnt[0] |
[logic make-up after synthesis]
| group | count (synthesis) |
|---|---|
| flip-flops | 43 |
| XOR/XNOR | 20 |
| latches | 12 |
| AND/OR/NAND/NOR | 112 |
| buffers and inverters | 41 |
| AND-OR/OR-AND | 47 |
| other | 2 |
| adder cells (fa/ha/maj) | 7 |
[area by class of cell]
type                    count  area (um^2)
multi-input cells         192         1190
clock buffers               8          110
fillers                   439         1920
flip-flops and latches     55         1160
inverters                  15         56.3
repair buffers             30          298
well taps                  67         83.8
[worst max-delay path, delay by kind of cell (launching register included)]
| family | cells | cell delay, ns |
|---|---|---|
| compound gates | 1 | 0.14 |
| fa+ha+maj | 1 | 0.24 |
| simple gates | 3 | 1.23 |
| flops | 1 | 0.37 |
[power by group]
| group | internal (mW) | switching, mW |
|---|---|---|
| Combinational | 0.00493 | 0.00299 |
| Sequential | 0.240 | 0 |
| Clock | 0.139 | 0.0871 |
| Total | 0.384 | 0.0901 |
Power and IR drop assume default switching activity.
